==> ./design.v <==
module ahb_slave(
    input hclk,
    input hresetn,
    input hreadyin,
    input hwrite,
    input [1:0] htrans,
    input [31:0] haddr,
    input [31:0] hwdata,
    output reg valid,
    output reg [2:0] temp_selx,
    output reg [31:0] haddr1,
    output reg [31:0] haddr2,
    output reg [31:0] hwdata1,
    output reg [31:0] hwdata2,
    output reg hwritereg
);
always @(*) begin
    if (!hresetn)
        valid = 1'b0;
    else if (hreadyin && (htrans == 2'b10 || htrans == 2'b11) && 
             (haddr >= 32'h80000000 && haddr < 32'h8c000000))
        valid = 1'b1;
    else
        valid = 1'b0;
end
always @(*) begin
    if (!hresetn)
        temp_selx = 3'b000;
    else if (haddr >= 32'h80000000 && haddr < 32'h84000000)
        temp_selx = 3'b001;
    else if (haddr >= 32'h84000000 && haddr < 32'h88000000)
        temp_selx = 3'b010;
    else if (haddr >= 32'h88000000 && haddr < 32'h8c000000)
        temp_selx = 3'b100;
    else
        temp_selx = 3'b000;
end
always @(posedge hclk) begin
    if (!hresetn) begin
        haddr1 <= 32'b0;
        haddr2 <= 32'b0;
    end else begin
        haddr1 <= haddr;
        haddr2 <= haddr1;
    end
end
always @(posedge hclk) begin
    if (!hresetn) begin
        hwdata1 <= 32'b0;
        hwdata2 <= 32'b0;
    end else begin
        hwdata1 <= hwdata;
        hwdata2 <= hwdata1;
    end
end
always @(posedge hclk) begin
    if (!hresetn)
        hwritereg <= 1'b0;
    else
        hwritereg <= hwrite;
end
endmodule
module apb_controller(
input Hclk,Hresetn,valid,Hwrite,Hwritereg,
input [31:0] Hwdata,Haddr,Haddr1,Haddr2,Hwdata1,Hwdata2,Prdata,
input [2:0] tempselx,
output reg Pwrite,Penable,
output reg Hreadyout,
output reg [2:0] Pselx,
output reg [31:0] Paddr,Pwdata);
parameter ST_IDLE=3'b000;
parameter ST_WWAIT=3'b001;
parameter ST_READ= 3'b010;
parameter ST_WRITE=3'b011;
parameter ST_WRITEP=3'b100;
parameter ST_RENABLE=3'b101;
parameter ST_WENABLE=3'b110;
parameter ST_WENABLEP=3'b111;
reg [2:0] PRESENT_STATE,NEXT_STATE;
always @(posedge Hclk)
begin
  if (~Hresetn)
    PRESENT_STATE <= ST_IDLE;
  else
    PRESENT_STATE <= NEXT_STATE;
end
always @(*)
begin
  case (PRESENT_STATE)
    ST_IDLE:
      if (~valid)
        NEXT_STATE = ST_IDLE;
      else if (valid && Hwrite)
        NEXT_STATE = ST_WWAIT;
      else 
        NEXT_STATE = ST_READ;
    ST_WWAIT:
      if (~valid)
        NEXT_STATE = ST_WRITE;
      else
        NEXT_STATE = ST_WRITEP;
    ST_READ:
      NEXT_STATE = ST_RENABLE;
    ST_WRITE:
      if (~valid)
        NEXT_STATE = ST_WENABLE;
      else
        NEXT_STATE = ST_WENABLEP;
    ST_WRITEP:
      NEXT_STATE = ST_WENABLEP;
    ST_RENABLE:
      if (~valid)
        NEXT_STATE = ST_IDLE;
      else if (valid && Hwrite)
        NEXT_STATE = ST_WWAIT;
      else
        NEXT_STATE = ST_READ;
    ST_WENABLE:
      if (~valid)
        NEXT_STATE = ST_IDLE;
      else if (valid && Hwrite)
        NEXT_STATE = ST_WWAIT;
      else
        NEXT_STATE = ST_READ;
    ST_WENABLEP:
      if (~valid && Hwritereg)
        NEXT_STATE = ST_WRITE;
      else if (valid && Hwritereg)
        NEXT_STATE = ST_WRITEP;
      else
        NEXT_STATE = ST_READ;
    default:
      NEXT_STATE = ST_IDLE;
  endcase
end
reg Penable_temp, Hreadyout_temp, Pwrite_temp;
reg [2:0] Pselx_temp;
reg [31:0] Paddr_temp, Pwdata_temp;
always @(*)
begin
  Penable_temp = 0;
  Hreadyout_temp = 1;
  Pwrite_temp = 0;
  Pselx_temp = 3'b000;
  Paddr_temp = 32'b0;
  Pwdata_temp = 32'b0;
  case (PRESENT_STATE)
    ST_IDLE:
      if (valid && ~Hwrite)
      begin
        Paddr_temp = Haddr;
        Pwrite_temp = Hwrite;
        Pselx_temp = tempselx;
        Hreadyout_temp = 0;
      end
    ST_WWAIT:
    begin
      Paddr_temp = Haddr1;
      Pwrite_temp = 1;
      Pselx_temp = tempselx;
      Pwdata_temp = Hwdata;
      Hreadyout_temp = 0;
    end
    ST_READ:
    begin
      Penable_temp = 1;
      Hreadyout_temp = 1;
    end
    ST_WRITE:
    begin
      Penable_temp = 1;
      Hreadyout_temp = 1;
    end
    ST_WRITEP:
    begin
      Penable_temp = 1;
      Hreadyout_temp = 1;
    end
    ST_RENABLE:
      if (valid && ~Hwrite)
      begin
        Paddr_temp = Haddr;
        Pwrite_temp = Hwrite;
        Pselx_temp = tempselx;
        Hreadyout_temp = 0;
      end
      else if (valid && Hwrite)
      begin
        Hreadyout_temp = 1;
      end
    ST_WENABLEP:
    begin
      Paddr_temp = Haddr2;
      Pwrite_temp = Hwrite;
      Pselx_temp = tempselx;
      Pwdata_temp = Hwdata;
      Hreadyout_temp = 0;
    end
    ST_WENABLE:
    begin
      Hreadyout_temp = 0;
    end
  endcase
end
always @(posedge Hclk)
begin
  if (~Hresetn)
  begin
    Paddr <= 0;
    Pwrite <= 0;
    Pselx <= 0;
    Pwdata <= 0;
    Penable <= 0;
    Hreadyout <= 0;
  end
  else
  begin
    Paddr <= Paddr_temp;
    Pwrite <= Pwrite_temp;
    Pselx <= Pselx_temp;
    Pwdata <= Pwdata_temp;
    Penable <= Penable_temp;
    Hreadyout <= Hreadyout_temp;
  end
end
endmodule
module bridge_top(
    input Hclk,
    input Hresetn,
    input Hwrite,
    input Hreadyin,
    input [31:0] Hwdata,
    input [31:0] Haddr,
    input [31:0] Prdata,
    input [1:0] Htrans,
    output Penable,
    output Pwrite,
    output Hreadyout,
    output [1:0] Hresp,
    output [2:0] Pselx,
    output [31:0] Paddr,
    output [31:0] Pwdata,
    output [31:0] Hrdata);
wire valid;
wire [31:0] Haddr1,Haddr2,Hwdata1,Hwdata2;
wire Hwritereg;
wire [2:0] tempselx;
assign Hresp = 2'b00;
assign Hrdata = Prdata;
    ahb_slave ahbSlave (
        .hclk(Hclk),
        .hresetn(Hresetn),
        .hreadyin(Hreadyin),
        .hwrite(Hwrite),
        .htrans(Htrans),
        .haddr(Haddr),
        .hwdata(Hwdata),
        .valid(valid),
        .temp_selx(tempselx),
        .haddr1(Haddr1),
        .haddr2(Haddr2),
        .hwdata1(Hwdata1),
        .hwdata2(Hwdata2),
        .hwritereg(Hwritereg));
    apb_controller apbControl (
        .Hclk(Hclk),
        .Hresetn(Hresetn),
        .valid(valid),
        .Hwrite(Hwrite),
        .Hwritereg(Hwritereg),
        .Hwdata(Hwdata),
        .Haddr(Haddr),
        .Haddr1(Haddr1),
        .Haddr2(Haddr2),
        .Hwdata1(Hwdata1),
        .Hwdata2(Hwdata2),
        .Prdata(Prdata),
        .tempselx(tempselx),
        .Pwrite(Pwrite),
        .Penable(Penable),
        .Hreadyout(Hreadyout),
        .Pselx(Pselx),
        .Paddr(Paddr),
        .Pwdata(Pwdata));
endmodule
==> ./run.sh <==
#!/bin/bash
# OpenROAD 26Q1-2900-gdf79404cd8, Yosys 0.63+post, stock flow scripts
make -C /OpenROAD-flow-scripts/flow DESIGN_CONFIG=/design/flow/config.mk WORK_HOME=/design/flow/orfs finish
==> ./config.mk <==
export PLATFORM = sky130hd
export DESIGN_NAME = bridge_top
export DESIGN_NICKNAME = bridge_top
export VERILOG_FILES = /design/flow/design.v
export SDC_FILE = /design/flow/constraint.sdc
export NUM_CORES = 4
export LEC_CHECK = 1
export CORE_UTILIZATION = 50
==> ./constraint.sdc <==
current_design bridge_top

set clk_period 3.2
set clk_io_pct 0.2

create_clock -name clk0 -period $clk_period [get_ports {Hclk}]

set non_clock_inputs [all_inputs -no_clocks]
set_input_delay [expr $clk_period * $clk_io_pct] -clock clk0 $non_clock_inputs
set_output_delay [expr $clk_period * $clk_io_pct] -clock clk0 [all_outputs]
==> job_summary.md <==
### Metrics collected by this job

| Metric | Value |
|---|---|
| Status | finished, final reports clean |
| LEAKAGE | 0.002542 uW |
| CTS tree | built |
| Most used DFF post-synth | dfxtp_1 |
| Layout cell share with drive strength beyond 1 | 7.388% |
| Synth async-reset ratio | 0% |
| Die height | 99.86 um |
| Overflow after GRT | 0 |
| Initial antenna violation count | 0 |
| Init Core Util | 51.82% |
| Number of global-route vias before repair | 3234 |
| Hold Worst Slack | 451.7 ps |
| Final ANT Viol Nets | 0 |
| First-pass detailed-route iteration total | 4 |
| Mean Syn Cell Area | 9.997 um^2 |
| Clock Tree Buf Depth | 2 |
| Wire per inst | 14.18 um |
| Post-synth seq share | 59.79% |
| Normalized max-slew margin | 48.39% |
| Endpoints failing hold | 0 |
| Detail Placement HPWL | 5766 um |
| Crit Path Max Fanout | 58 |
| Total global-route track usage | 21.05% |
| Clk slew on worst S/H paths | 60 ps |
| Tot Pwr | 3925 uW |
| Die W | 99.86 um |
| Hold_buf cts | 0 |
| Final WL | 10080 um |
| Unrepaired setup endpoints after global routing | false |
| Largest cells by area | dfxtp_1 (60%), and2_1 (8.8%), buf_4 (5.3%), and3_1 (4.2%), a31oi_1 (3.8%) |
| Stage-log warning count | 29 |
| TritonCTS Buffers | 17 |
| Vias | 3572 |
| Clk latency late pin | 510 ps |
| Final slew viol count | 0 |
| Pwr dens | 598.4 nW/um^2 |
| Worst setup SP type | register |
| Cell count after synthesis | 479 |
| Synth area leader | dfxtp_1 |
| Number of gates resized after cts | 0 |
| Drt first-iter violations | 149 |
| Ys cells | 479 |
| Tcrit/Tclk final | 65.55% |
| Area grow syn2layout | 36.97% |
| Crit path capture type | register |
| Fmax achieved | 0.4767 GHz |
| Clk root buf | clkbuf_8 |
| Largest net degree at the start of global routing | 139 |
| Post-route DRC | 0 |
| Tmin final | 2098 ps |
| Unique cell types | 30 |
| First-pass GRT wire length | 16060 um |
| PortBufs | 138 |
| Max_cap viols | 0 |
| Hold WC Path Type | register to register |
| Worst vdd ir | 361.2 uV |
| Layout Skew | 7.148 ps |
| Seq cells post-synth | 143 |
| Clock tree sinks | 143 |
| Sum Neg Setup Slack | 0 ps |
| Die area | 9972 um^2 |
| Critical path required time | 3560 ps |
| # setup viols final | 0 |
| Placeable Area | 9240 um^2 |
| # rows | 35 |
| Share of Yosys cell area claimed by the top area cell type | 59.79% |
| Crit path kind | register to register |
| Arrival @ worst endpoint | 2460 ps |
| Yosys Chip Area | 4788 um^2 |
| Mapped cell area | 4788 um^2 |
| Count of library flops with an enable pin | 0 |
| Via density | 5.024 |
| Setup bufs post-CTS | 0 |
| Worst-margin pin slew | 774.2 ps |
| I/O pin cnt | 206 |
| Yosys warning total | 2 |
| Antenna cells | 0 |
| Final GP Congestion | 0.7780 |
| Total number of H-tree levels | 4 |
[cell type report]
cell class	count	area [um^2]
fillers	669	2681
well taps	129	161.4
flip-flops and latches	143	2863
inverters	3	11.26
clock inverters	12	163.9
clock buffers	18	417.9
repair buffers	144	1434
multi-input cells	262	1508
[placed cells by master, fill, tap and decap left out, types with 2 or more instances in the layout]
master | Yosys | routed
a21boi_0 | 3 | 3
a31oi_1 | 29 | 29
and2_1 | 67 | 67
and3_1 | 32 | 32
buf_4 | 34 | 5
bufinv_16 | 0 | 3
clkbuf_16 | 0 | 16
clkdlybuf4s50_1 | 0 | 137
clkinv_4 | 0 | 3
clkinvlp_4 | 0 | 4
conb_1 | 1 | 2
dfxtp_1 | 143 | 143
inv_1 | 3 | 3
inv_6 | 0 | 2
nand2_1 | 37 | 37
nand3_1 | 6 | 6
nand4_1 | 28 | 28
nor2_1 | 7 | 6
nor3_1 | 5 | 3
nor3_2 | 0 | 2
o21ai_0 | 33 | 33
[state kept, by name, indices dropped and copies added (netlist names)]
name	cells
apbControl.Hreadyout	1
apbControl.Paddr	32
ahbSlave.haddr1	32
apbControl.PRESENT_STATE	8
apbControl.Pwdata	32
apbControl.Penable	1
ahbSlave.haddr2	32
apbControl.Pwrite	1
ahbSlave.hwritereg	1
apbControl.Pselx	3
[critical path, stage by stage (launching register included)]
cell and delay [ps]:
dfxtp_1 290, or2_2 590, or3_4 730, o21ai_0 260, a31oi_1 60
[power by group]
part	internal (uW)	switching, uW
sequential	1820	13.3
clock	1190	725
combinational	111	66.2
[cell usage after synthesis, types with 2 or more instances]
master    instances
a21boi_0          3
a31oi_1          29
and2_1           67
and3_1           32
buf_2             2
buf_4            34
buf_6             3
clkbuf_1         33
dfxtp_1         143
inv_1             3
nand2_1          37
nand3_1           6
nand4_1          28
nor2_1            7
nor3_1            5
o21ai_0          33
[routing by layer]
| layer | vias to the layer above | track usage, % | part of all wire (%) |
|---|---|---|---|
| li1 | 1777 | - | - |
| met1 | 1648 | 33.50 | 47 |
| met2 | 124 | 30.29 | 44 |
| met3 | 23 | 6.374 | 7.8 |
| met4 | 0 | 3.733 | 1.7 |
| met5 | - | 0 | 0 |
[cells by family (layout without fill, tap and decap cells)]
kind of cell,count (synthesis),count (layout),share of synthesized area (%)
flip-flops,143,143,59.79
AND-OR/OR-AND,70,70,8.518
AND/OR/NAND/NOR,190,190,22.55
other,1,2,0.07832
buffers and inverters,75,177,9.067
[through the flow]
stage / setup WS (ps) / util, % / area [um^2] / instances
after floorplan: 1372 / - / 4792 / 480
after global placement: 891.4 / 64.69 / 5977 / 681
after detailed placement: 893.0 / 64.69 / 5977 / 681
after CTS: 1114 / 70.98 / 6559 / 711
after global routing: 966.8 / 70.98 / 6559 / 711
final: 1102 / 70.98 / 6559 / 711
[final timing paths]
| kind | start | end | slack (ps) | depth (start not counted) |
|---|---|---|---|---|
| worst max-delay path | apbControl.PRESENT_STATE[0] | apbControl.Paddr[20] | 1100 | 4 |
| worst min-delay path | ahbSlave.haddr1[13] | ahbSlave.haddr2[13] | 450 | 1 |
| worst max register to register | apbControl.PRESENT_STATE[0] | apbControl.Paddr[20] | 1100 | 4 |
| worst min register to register | ahbSlave.haddr1[13] | ahbSlave.haddr2[13] | 450 | 1 |
Power figures rest on the tool's default switching activity, not on a simulated workload.
